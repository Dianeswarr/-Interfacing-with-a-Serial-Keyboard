## design.v

```verilog
	`timescale 1ns / 1ps
module lab2(
     input clk,
     input reset1,
    input kb_clk1,
    input kb_data1,
    output [7:0] display_o 
    );
       wire negclk1; 
  neg_clk p1   (clk,kb_clk1, negclk1);   
  spi  p2  (negclk1,clk,reset1,kb_data1,display_o);
endmodule
`timescale 1ns / 1ps
module spi(
	input  kb_negedge,
	input sys_clk,
	input  reset,
	input  kb_data,
	output  reg [7:0]  display_o
    );
	reg [7:0] buffer;
	reg [3:0] state;
	parameter
	Idle = 0,Read1 = 1,Read2 = 2,Read3 = 3,Read4 = 4,Read5 = 5,Read6 = 6,Read7 = 7,Read8 = 8,Check_P = 9,Read_Finished= 10;
	always @ ( posedge sys_clk )
	begin
	case(state)
	Idle : 
	      buffer <= 8'b00000000;
    Read1 :  
    begin  
            buffer[0] <= kb_data;
	end 
    Read2 :  
    begin  
            buffer[1] <= kb_data;
	end 
    Read3 :  
    begin  
            buffer[2] <= kb_data;
	end 
    Read4 :  
    begin  
            buffer[3] <= kb_data;
    end  
    Read5 :  
    begin  
            buffer[4] <= kb_data;
	end 
    Read6 :  
    begin  
            buffer[5] <= kb_data;
    end 
    Read7 :  
    begin  
            buffer[6] <= kb_data;
    end 
    Read8 :  
    begin  
            buffer[7] <= kb_data;
    end 
    Check_P :   
    begin 	   end 	   
	Read_Finished :  
	             begin
				  display_o <= buffer;
				  end 
	default : display_o <= 8'b00000000;
	 endcase
	 end
	always @ (posedge sys_clk)
	begin
	if (reset == 1) begin
	state <= Idle;
	end
	else if(kb_negedge == 1 ) begin
	case(state)
	Idle : begin
	       if (kb_data == 0) 
	       state <= Read1;
	       else 
	       state <= Idle;
	       end
    Read1 :  begin
           state <= Read2;
             end
    Read2 :  begin
           state <= Read3;
             end   
    Read3 :  begin
           state <= Read4;
             end
    Read4 :  begin
           state <= Read5;
             end      
    Read5 :  begin
           state <= Read6;
             end
    Read6 :  begin
           state <= Read7;
             end   
    Read7 :  begin
           state <= Read8;
             end
    Read8 :  begin
           state <= Check_P;
             end 
    Check_P :  begin
           if (kb_data == 0) 
           state <= Read_Finished;
           else
           state <= Idle;
             end 
    Read_Finished : begin
             if (kb_data == 1)
			   state <= Idle;
			   end
	default :begin
	         state 	<= Idle;  end 
    endcase
    end
	end
endmodule
`timescale 1ns / 1ps
module neg_clk (input posclk,input kbclk, output reg negclk);
reg current_value=1'b0;
    reg previous_value=1'b0;
    always@ (posedge posclk)
       begin
       current_value<=kbclk ;
         if (current_value==0 & current_value!=previous_value) 
            negclk <= 1'b1;
         else
             negclk <= 1'b0;
        previous_value<=current_value;
      end
endmodule 
```

## run.sh

```bash
#!/bin/bash
# OpenROAD 26Q1-2900-gdf79404cd8, Yosys 0.63+post, stock flow scripts
make -C /OpenROAD-flow-scripts/flow DESIGN_CONFIG=/design/flow/config.mk WORK_HOME=/design/flow/orfs finish
```

## config.mk

```make
export PLATFORM = sky130hd
export DESIGN_NAME = lab2
export DESIGN_NICKNAME = lab2
export VERILOG_FILES = /design/flow/design.v
export SDC_FILE = /design/flow/constraint.sdc
export NUM_CORES = 4
export LEC_CHECK = 1
export CORE_UTILIZATION = 30
```

## constraint.sdc

```tcl
current_design lab2

set clk_period 1.8
set clk_io_pct 0.2

create_clock -name clk0 -period $clk_period [get_ports {clk}]

set non_clock_inputs [all_inputs -no_clocks]
set_input_delay [expr $clk_period * $clk_io_pct] -clock clk0 $non_clock_inputs
set_output_delay [expr $clk_period * $clk_io_pct] -clock clk0 [all_outputs]
```

==> flow_metrics.env <==
# implementation run metrics
export IMPL_dieArea_um2=4000
export IMPL_slew_headroom_pct=58.5
export IMPL_fin_crit_ps=1490
export IMPL_intPower_uw=1080
export IMPL_stdcell_count=148
export IMPL_wl_um=1430
export IMPL_clk_path_buf_depth=2
export IMPL_syn2layout_area_growth_pct=21.2
export IMPL_switching_power_uw=261
export IMPL_ys_warn_count=2
export IMPL_vdd_ir_drop_max_mv=0.449
export IMPL_flop_area_um2=761
export IMPL_synth_area_top_cells="edfxtp_1 43%, dfxtp_1 25%, and2_1 8.9%"
export IMPL_p_seq_share_pct=58.1
export IMPL_via_count=613
export IMPL_common_cells="16 x and2_1, 16 x edfxtp_1, 14 x dfxtp_1"
export IMPL_fin_setup_tns_ps=0
export IMPL_synthFlopType="edfxtp_1"
export IMPL_end_kind="flop"
export IMPL_hold_worst_slack_ps=353
export IMPL_holdCritPathClass="flop to flop"
export IMPL_yosysCellCount=86
export IMPL_critPathLaunch="p2.state[7]$_DFF_P_"
export IMPL_clock_latency_ps=270
export IMPL_cts_sinks=30
export IMPL_power_leakage_uw=0.000500
export IMPL_top_cell_area_share_pct=42.7
export IMPL_drc=0
export IMPL_rows=21
export IMPL_clk_pin_slew_ps=60
export IMPL_synth_chip_area_um2=1130
export IMPL_crit_required_ps=1780
export IMPL_io_buffers=11
export IMPL_p_clk_share_pct=36.4
export IMPL_vias_per_cell=4.14
export IMPL_avgSynthCellArea_um2=13.1
export IMPL_edf_count=16
export IMPL_finalHoldViolCount=0
export IMPL_die_w_um=63.3
export IMPL_synthArstFlopShare_pct=0
export IMPL_finalCritPeriodShare_pct=82.8
export IMPL_power_density_nw_per_um2=983
export IMPL_drtPass1Iterations=4
export IMPL_first_global_vias=542
export IMPL_cp_arrival_ps=1470
export IMPL_r2r_start="p2.state[7]$_DFF_P_"
export IMPL_fp_dieH_um=63.3
export IMPL_cts_htree_levels=2
export IMPL_drive_gt1_share_pct=7.84
export IMPL_outcome="finished, final reports clean"
export IMPL_antenna_cells=0
export IMPL_cts_root_buffer="clkbuf_8"
export IMPL_grt_use_total_pct=8.16
export IMPL_critPathMaxFanout=8
export IMPL_yosys_area_top_type="edfxtp_1"
export IMPL_cts_setup_buffers=0
export IMPL_dp_hpwl_um=955
export IMPL_dpl_worst_slack_ps=309
export IMPL_ys_flops=30
export IMPL_reg2regPathDepth=3
export IMPL_r2r_setup_slack_ps=310
export IMPL_slew_violations=0
export IMPL_fmax_ghz=0.671
export IMPL_warnings=25
export IMPL_dp_cells=140
export IMPL_synth_distinct_cells=18
export IMPL_fin_util_pct=39.4
export IMPL_critPathKind="flop to flop"
export IMPL_synth_area_um2=1130
export IMPL_logic_area_um2=349
export IMPL_yosysSeqAreaShare_pct=67.6
export IMPL_grt_setup_unrepaired="no"
export IMPL_crit_path_end="p2.display_o[2]$_SDFFCE_PN0N_"
export IMPL_fill_cells=350
export IMPL_cap_violations=0
export IMPL_placeableCoreArea_um2=3470
export IMPL_fin_ws_ps=310
export IMPL_r2r_end="p2.display_o[2]$_SDFFCE_PN0N_"
export IMPL_holdBufCountCts=0
export IMPL_wl_per_cell_um=9.64
export IMPL_cts_tree="done"
export IMPL_combPwrFrac_pct=5.4
export IMPL_grt_pass1_wl_um=2440
export IMPL_cts_resized=0
export IMPL_swShare_pct=19.4
export IMPL_ios=12
export IMPL_fin_skew_ps=3.70
export IMPL_setup_viol=0
export IMPL_first_iter_violations=7
export IMPL_synth_cells=86
export IMPL_antenna_found_initial=0
export IMPL_cts_buffers=5
export IMPL_fp_util_pct=32.5
export IMPL_grt_max_degree=14
export IMPL_crit_path_start_kind="flop"
export IMPL_overflow=0
export IMPL_gp_congestion=0.783
export IMPL_final_antenna_net_count=0
export IMPL_tightest_slew_ps=621
==> logic make-up (layout without fill, tap and decap cells) <==
kind of cell,Yosys count,in the layout,share of synthesized area (%)
buffers and inverters,4,20,1.44
AND/OR/NAND/NOR,39,39,20.8
flip-flops,30,30,67.6
multiplexers,9,9,8.00
AND-OR/OR-AND,4,4,2.22
==> through the flow <==
step	cell area [µm²]	total power, µW
after detailed placement	1280	869
after floorplan	1130	829
after CTS	1370	1360
after global routing	1370	1410
after global placement	1280	869
final	1370	1340
==> power by group through the flow <==
stage / sequential (µW) / clock [µW] / combinational [µW]
6_report: 780 / 489 / 73.0
5_1_grt: 785 / 547 / 79.4
4_1_cts: 781 / 509 / 74.2
==> final cells by class <==
class                      count  area share [%]
multi-input combinational     52            25.6
sequential                    30            55.7
timing repair buffer          12            8.62
clock buffer                   8            5.87
tap                           46            4.22
==> how the worst min path moves through the flow <==
stage / start / end / cells after the start
CTS: p1.current_value$_DFF_P_ / p1.previous_value$_DFF_P_ / 0
global route: p1.current_value$_DFF_P_ / p1.previous_value$_DFF_P_ / 0
finish: p1.current_value$_DFF_P_ / p1.previous_value$_DFF_P_ / 0
==> layout by cell type, fill, tap and decap left out, types with 2 or more instances in the layout <==
master	count
and2_1	16
dfxtp_1	14
nor2_1	8
clkbuf_1	3
edfxtp_1	16
a21oi_1	2
clkbuf_8	5
mux2i_1	9
or2_1	8
clkdlybuf4s50_1	11
==> routing by layer <==
metal  routed length [µm]  global-route usage [%]  vias up
li1                     -                       -      323
met1                  709                    12.1      270
met2                  615                    11.0       18
met3                   86                    4.23        2
met4                   14                    1.99        0
met5                    0                       0        -
==> sequential cells by signal, summed over array words and instances, names as in the netlist <==
signal and cells:
p2.state 11, p1.negclk 1, p1.current_value 1, p2.display_o 8, p1.previous_value 1, p2.buffer 8
==> worst max-delay path: stages (launching register included) <==
cell	delay (ps)
dfxtp_1	330
or4_4	530
nor3_2	160
buf_4	180
Power and IR drop assume default switching activity.
